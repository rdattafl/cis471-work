===== flow/design.v =====
`timescale 1ns / 1ps
`default_nettype none
module lc4_regfile_ss #(parameter n = 16)
   (input  wire         clk,
    input  wire         gwe,
    input  wire         rst,
    input  wire [  2:0] i_rs_A,       
    output wire [n-1:0] o_rs_data_A,  
    input  wire [  2:0] i_rt_A,       
    output wire [n-1:0] o_rt_data_A,  
    input  wire [  2:0] i_rs_B,       
    output wire [n-1:0] o_rs_data_B,  
    input  wire [  2:0] i_rt_B,       
    output wire [n-1:0] o_rt_data_B,  
    input  wire [  2:0]  i_rd_A,      
    input  wire [n-1:0]  i_wdata_A,   
    input  wire          i_rd_we_A,   
    input  wire [  2:0]  i_rd_B,      
    input  wire [n-1:0]  i_wdata_B,   
    input  wire          i_rd_we_B    
    );
    wire [7:0][n-1:0] registers;
    for (genvar i = 0; i < 8; i = i + 1) begin
        lc4_single_register #(n) r(.register_number(i[2:0]), .read_data(registers[i]), .i_rd_A(i_rd_A), .i_wdata_A(i_wdata_A), .i_rd_we_A(i_rd_we_A), .i_rd_B(i_rd_B), .i_wdata_B(i_wdata_B), .i_rd_we_B(i_rd_we_B), .clk(clk), .gwe(gwe), .rst(rst));
    end
    lc4_register_fetch #(n) rsA(.read_port(i_rs_A), .read_data(o_rs_data_A), .registers(registers), .i_rd_A(i_rd_A), .i_wdata_A(i_wdata_A), .i_rd_we_A(i_rd_we_A), .i_rd_B(i_rd_B), .i_wdata_B(i_wdata_B), .i_rd_we_B(i_rd_we_B));
    lc4_register_fetch #(n) rtA(.read_port(i_rt_A), .read_data(o_rt_data_A), .registers(registers), .i_rd_A(i_rd_A), .i_wdata_A(i_wdata_A), .i_rd_we_A(i_rd_we_A), .i_rd_B(i_rd_B), .i_wdata_B(i_wdata_B), .i_rd_we_B(i_rd_we_B));
    lc4_register_fetch #(n) rsB(.read_port(i_rs_B), .read_data(o_rs_data_B), .registers(registers), .i_rd_A(i_rd_A), .i_wdata_A(i_wdata_A), .i_rd_we_A(i_rd_we_A), .i_rd_B(i_rd_B), .i_wdata_B(i_wdata_B), .i_rd_we_B(i_rd_we_B));
    lc4_register_fetch #(n) rtB(.read_port(i_rt_B), .read_data(o_rt_data_B), .registers(registers), .i_rd_A(i_rd_A), .i_wdata_A(i_wdata_A), .i_rd_we_A(i_rd_we_A), .i_rd_B(i_rd_B), .i_wdata_B(i_wdata_B), .i_rd_we_B(i_rd_we_B));
endmodule
module lc4_register_fetch #(parameter n = 16)
   (input  wire [  2:0] read_port,
    input  wire [  2:0] i_rd_A,
    input  wire [n-1:0] i_wdata_A,
    input  wire         i_rd_we_A,
    input  wire [  2:0] i_rd_B,
    input  wire [n-1:0] i_wdata_B,
    input  wire         i_rd_we_B,
    input  wire [7:0][n-1:0] registers,
    output wire [n-1:0] read_data
    );
    wire [n-1:0] register_data = read_port == 0 ? registers[0]
                               : read_port == 1 ? registers[1]
                               : read_port == 2 ? registers[2]
                               : read_port == 3 ? registers[3]
                               : read_port == 4 ? registers[4]
                               : read_port == 5 ? registers[5]
                               : read_port == 6 ? registers[6]
                               : registers[7];
    assign read_data = (i_rd_B == read_port & i_rd_we_B) ? i_wdata_B
                     : (i_rd_A == read_port & i_rd_we_A) ? i_wdata_A
                     : register_data;
endmodule
module lc4_single_register #(parameter n = 16)
   (input wire          clk,
    input wire          gwe,
    input wire          rst,
    input  wire [  2:0] register_number,
    input  wire [  2:0] i_rd_A,
    input  wire [n-1:0] i_wdata_A,
    input  wire         i_rd_we_A,
    input  wire [  2:0] i_rd_B,
    input  wire [n-1:0] i_wdata_B,
    input  wire         i_rd_we_B,
    output wire [n-1:0] read_data
    );
    wire [n-1:0] in = (i_rd_B == register_number & i_rd_we_B) ? i_wdata_B 
                    : (i_rd_A == register_number & i_rd_we_A) ? i_wdata_A 
                    : register_number;
    wire we = (i_rd_B == register_number & i_rd_we_B) | (i_rd_A == register_number & i_rd_we_A);
    Nbit_reg #(n) register(.in(in), .out(read_data), .we(we), .clk(clk), .gwe(gwe), .rst(rst));
endmodule

===== flow/run.sh =====
#!/bin/bash
# OpenROAD 26Q1-2900-gdf79404cd8, Yosys 0.63+post, stock flow scripts
make -C /OpenROAD-flow-scripts/flow DESIGN_CONFIG=/design/flow/config.mk WORK_HOME=/design/flow/orfs finish

===== flow/config.mk =====
export PLATFORM = sky130hd
export DESIGN_NAME = lc4_register_fetch
export DESIGN_NICKNAME = lc4_register_fetch
export VERILOG_FILES = /design/flow/design.v
export SDC_FILE = /design/flow/constraint.sdc
export NUM_CORES = 4
export LEC_CHECK = 1
export CORE_AREA = 10 10 101 101
export DIE_AREA = 0 0 111 111

===== flow/constraint.sdc =====
current_design lc4_register_fetch

set clk_period 6.5
set clk_io_pct 0.2

create_clock -name clk0 -period $clk_period

set non_clock_inputs [all_inputs -no_clocks]
set_input_delay [expr $clk_period * $clk_io_pct] -clock clk0 $non_clock_inputs
set_output_delay [expr $clk_period * $clk_io_pct] -clock clk0 [all_outputs]

==> results_dict.tcl <==
# flow metrics
set metrics [dict create \
    synthMostInstantiatedCell "nand2_1" \
    gates_resized_cts_repair 0 \
    grt.total_usage_pct 13.48 \
    post-route-period-util_pct 77.77 \
    min-delay-path-class "primary input to output pin" \
    fill_cells 798 \
    gr-total-overflow 0 \
    upper_clock_frequency_limit_mhz 197.8 \
    number_of_unique_standard_cell_types_used_by_synthesis 32 \
    post_synth_instance_area_um2 1583 \
    critPathCaptureType "output pin" \
    finalHoldViolCount 0 \
    finalSetupViolCount 0 \
    worstMarginPinSlew_ps 680.2 \
    detailed_place_hpwl_mm 7.821 \
    netlist_top_cells_area "mux4_2 23%, mux2_2 10%, nand2_1 7.4%" \
    antenna_left 0 \
    synth_largest_type_area_fraction_pct 22.77 \
    detail_route.wirelength_mm 8.995 \
    post_synth.cell_area_avg_um2 7.835 \
    route.antenna.diode_count 0 \
    chip_area_um2 12320 \
    dr_wl_cell_um 18.86 \
    ir_worst_vdd_v 0.00001984 \
    timing.slew.headroom_pct 54.66 \
    number_of_sequential_storage_elements 0 \
    synthToLayoutAreaGrowth_pct 119.8 \
    synth.yosys.warnings 0 \
    io-pin-count 187 \
    totalNegativeSetupSlack_ps 0 \
    cts-hold-fix-buffers 0 \
    multi_input_comb_area_um2 1446 \
    clock_buffer_count 0 \
    status "complete, no violations" \
    io_buffer_count 187 \
    path_max_fanout 28 \
    dr_pass1_iterations 4 \
    cp.required_ps 5200 \
    placement_row_count 33 \
    grt_start_max_net_pins 38 \
    initCoreUtil_pct 19.46 \
    crit_chain "buf_2, nor2b_2, a221oi_1, a31oi_1, a211oi_1, o31ai_1, clkdlybuf4s50_1" \
    rsz_0062_raised_after_global_routing "false" \
    postSynthSeqShare_pct 0 \
    grt_first_pass_wirelength_mm 13.32 \
    vias_in_the_first_global_route 2273 \
    timing.final.max_slew_violations 0 \
    die_height_um 111 \
    detail_route.vias_per_cell 4.627 \
    setup.worst_path.class "primary input to output pin" \
    crit_path_max_incr_delay_ps 620 \
    fp.dieW_um 111 \
    postCtsSetupBuffers 0 \
    top_cells_by_instance_count_after_synthesis "31 x nand2_1, 20 x o21ai_0, 16 x mux4_2" \
    ys_chip_area_um2 1583 \
    route.detailed.drc 0 \
    ff_latch_area_um2 0 \
    power.density_cell_area_nw_per_um2 68.99 \
    final_layout_size_suffix_gt1_share_pct 11.29 \
    final_period_minus_worst_setup_slack_ps 5055 \
    number_of_instances_in_the_synthesized_netlist 202 \
    cp_slowest_cell "nor2b_2" \
    startpoint_type_of_the_worst_setup_path "primary input" \
    synth_stat.cells 202 \
    arrival_ps 3760 \
    core_box_area_um2 8134 \
    power.leakage_nw 1.241 \
    postLayoutCellArea_um2 3480 \
    antenna_violations_before_repair 0 \
    placed_cell_area_um2 3480 \
    detailroute.via_count 2207 \
    maxCapViolCount 0 \
    globalplace.congestion 0.8305 \
    detailedRoute.firstIterationViolations 120 \
    log.warning_count 32 \
    largest_area_cell "mux4_2" \
]
[power by group]
group | leakage, nW | internal, mW | switching [mW]
sequential | 0 | 0 | 0
clock | 0 | 0 | 0
combinational | 1.24 | 0.169 | 0.0711
[through the flow]
step	setup WS [ps]	util, %	std cells	power (mW)	hold slack (ps)
2_1_floorplan	2762	-	202	0.09110	2652
3_3_place_gp	1424	42.78	477	0.2416	3510
3_5_place_dp	1399	42.78	477	0.2425	3502
4_1_cts	1404	42.78	477	0.2435	3509
5_1_grt	1180	42.78	477	0.2610	3529
6_report	1445	42.78	477	0.2401	3502
[layout by cell type (no fill, tap or decap), types with 2 or more instances in the layout]
cell               n
nor2b_1            9
buf_4              5
mux2_2            14
a211oi_1           7
clkdlybuf4s50_1  184
mux2i_1           10
a31oi_1            7
xnor2_1            4
and2_1             7
nor2_1            15
o31ai_1            7
a221o_1            3
a2bb2oi_1          7
buf_2              3
o21ai_1            3
o21ai_0           20
a221oi_1           7
inv_1              2
nand2_1           31
xor2_1             2
mux4_2            16
[worst max-delay path, delay by kind of cell]
kind | cells | cell delay (ps)
AND/OR/NAND/NOR | 1 | 620
AND-OR/OR-AND | 4 | 780
buffers and inverters | 2 | 1040
[path summary, 6_finish.rpt]
| path | cells after the start | endpoint | startpoint |
|---|---|---|---|
| worst min-delay path | 4 | read_data[6] | i_wdata_B[6] |
| worst max-delay path | 7 | read_data[9] | read_port[0] |
[cells by family (layout without fill, tap and decap cells)]
group / Yosys count / after routing / synth area share [%]
buffers and inverters: 24 / 194 / 9.011
XOR/XNOR: 6 / 6 / 3.320
AND-OR/OR-AND: 64 / 64 / 28.22
multiplexers: 40 / 40 / 39.05
AND/OR/NAND/NOR: 68 / 68 / 20.40
[metal layers]
| metal | vias up | global-route usage, % | routed length (um) |
|---|---|---|---|
| met5 | - | 0 | 0 |
| met4 | 0 | 0 | 0 |
| met3 | 0 | 4.433 | 728 |
| met2 | 82 | 23.55 | 4574 |
| met1 | 1003 | 16.72 | 3692 |
| li1 | 1122 | - | - |
[final cells by class]
| type | count | share of cell area (%) |
|---|---|---|
| inverter | 2 | 0.2157 |
| multi-input combinational | 178 | 41.57 |
| tap | 105 | 3.776 |
| timing repair buffer | 192 | 54.44 |
Power is estimated from default activity; no workload was simulated.
