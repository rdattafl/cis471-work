==> ./constraint.sdc <==
current_design lc4_alu

set clk_period 79.6
set clk_io_pct 0.2

create_clock -name clk0 -period $clk_period

set non_clock_inputs [all_inputs -no_clocks]
set_input_delay [expr $clk_period * $clk_io_pct] -clock clk0 $non_clock_inputs
set_output_delay [expr $clk_period * $clk_io_pct] -clock clk0 [all_outputs]
==> ./design.v <==
`timescale 1ns / 1ps
`default_nettype none
module lc4_divider(input  wire [15:0] i_dividend,
                   input  wire [15:0] i_divisor,
                   output wire [15:0] o_remainder,
                   output wire [15:0] o_quotient);
    wire [15:0] remainders [16:0];
    wire [15:0] quotients  [16:0];
    wire [15:0] dividends  [16:0];
    assign remainders[0] = 16'b0;
    assign quotients [0] = 16'b0;
    assign dividends [0] = i_dividend;
    assign o_remainder = i_divisor == 0 ? 0 : remainders[16];
    assign o_quotient  = i_divisor == 0 ? 0 : quotients [16];
    for (genvar i = 0; i < 16; i = i + 1) begin
        lc4_divider_one_iter div(.i_divisor(i_divisor), 
            .i_dividend (dividends [i]), .o_dividend (dividends [i+1]),
            .i_remainder(remainders[i]), .o_remainder(remainders[i+1]),
            .i_quotient (quotients [i]), .o_quotient (quotients [i+1]));
    end
endmodule  
module lc4_divider_one_iter(input  wire [15:0] i_dividend,
                            input  wire [15:0] i_divisor,
                            input  wire [15:0] i_remainder,
                            input  wire [15:0] i_quotient,
                            output wire [15:0] o_dividend,
                            output wire [15:0] o_remainder,
                            output wire [15:0] o_quotient);
    wire [15:0] start_remainder = (i_remainder << 1) | (i_dividend >> 15);
    assign o_remainder = start_remainder >= i_divisor ? start_remainder - i_divisor : start_remainder;
    assign o_quotient  = start_remainder >= i_divisor ? (i_quotient << 1) | 1'b1    : i_quotient << 1;
    assign o_dividend  = i_dividend << 1;
endmodule
`timescale 1ns / 1ps
`default_nettype none
module lc4_alu(input  wire [15:0] i_insn,
               input wire [15:0]  i_pc,
               input wire [15:0]  i_r1data,
               input wire [15:0]  i_r2data,
               output wire [15:0] o_result);
    wire [3:0] op_code = i_insn[15:12];
    wire is_branch  = op_code == 4'b0000;
    wire is_mem     = op_code == 4'b0110 | op_code == 4'b0111;
    wire is_arith   = op_code == 4'b0001;
    wire is_cmp     = op_code == 4'b0010;
    wire is_logic   = op_code == 4'b0101;
    wire is_rti     = op_code == 4'b1000;
    wire is_const   = op_code == 4'b1001;
    wire is_shift   = op_code == 4'b1010;
    wire is_hiconst = op_code == 4'b1101;
    wire is_trap    = op_code == 4'b1111;
    wire is_jsrr = i_insn[15:11] == 5'b01000;
    wire is_jsr  = i_insn[15:11] == 5'b01001;
    wire is_jmpr = i_insn[15:11] == 5'b11000;
    wire is_jmp  = i_insn[15:11] == 5'b11001;
    wire is_add  = i_insn[5:3] == 3'b000;
    wire is_mul  = i_insn[5:3] == 3'b001;
    wire is_sub  = i_insn[5:3] == 3'b010;
    wire is_div  = i_insn[5:3] == 3'b011;
    wire is_addi = i_insn[5] == 1'b1;
    wire is_and  = is_add;
    wire is_not  = is_mul;
    wire is_or   = is_sub;
    wire is_xor  = is_div;
    wire is_andi = is_addi;
    wire is_cmp_sgn = i_insn[7] == 1'b0;
    wire is_cmp_imm = i_insn[8] == 1'b1;
    wire is_shl = i_insn[5:4] == 2'b00;
    wire is_sra = i_insn[5:4] == 2'b01;
    wire is_srl = i_insn[5:4] == 2'b10;
    wire is_mod = i_insn[5:4] == 2'b11;
    wire [15:0] aluin1, aluin2, aluout;
    wire alucin;
    assign aluin1 = is_branch | is_jmp ? i_pc 
                  : is_mem | is_arith  ? i_r1data 
                  : 0;
    assign aluin2 = is_branch ? {{7{i_insn[8]}}, i_insn[8:0]} 
                  : is_jmp    ? {{5{i_insn[10]}}, i_insn[10:0]}
                  : is_mem    ? {{10{i_insn[5]}}, i_insn[5:0]}
                  : is_arith  ? (
                      is_add  ? i_r2data
                    : is_sub  ? ~i_r2data  
                    : is_addi ? {{11{i_insn[4]}}, i_insn[4:0]}
                    : 0
                  )
                  : 0;
    assign alucin = (is_branch | is_jmp | (is_arith & is_sub));
    cla16 add(.a(aluin1), .b(aluin2), .cin(alucin), .sum(aluout));
    wire [15:0] mul_out, div_out, mod_out;
    assign mul_out = i_r1data * i_r2data;
    lc4_divider div(.i_dividend(i_r1data), .i_divisor(i_r2data), .o_remainder(mod_out), .o_quotient(div_out));
    wire [15:0] cmp_lhs, cmp_rhs, cmp_out;
    assign cmp_lhs = i_r1data;
    assign cmp_rhs = is_cmp_imm ? (
                       is_cmp_sgn ? {{10{i_insn[6]}}, i_insn[6:0]}
                     : {10'b0, i_insn[6:0]}
                   )
                   : i_r2data;
    assign cmp_out = is_cmp_sgn ? (
                       $signed(cmp_lhs) < $signed(cmp_rhs) ? 16'hffff
                     : $signed(cmp_lhs) > $signed(cmp_rhs) ? 16'h0001
                     : 16'h0000
                     )
                   : (
                       cmp_lhs < cmp_rhs ? 16'hffff
                     : cmp_lhs > cmp_rhs ? 16'h0001
                     : 16'h0000
                     );
    wire [15:0] logical_out = is_and ? i_r1data & i_r2data
                            : is_not ? ~i_r1data
                            : is_or  ? i_r1data | i_r2data
                            : is_xor ? i_r1data ^ i_r2data
                            : i_r1data & {{11{i_insn[4]}}, i_insn[4:0]};
    wire [15:0] shift_out = is_shl ? i_r1data << i_insn[3:0]
                          : is_sra ? $signed($signed(i_r1data) >>> i_insn[3:0])
                          : is_srl ? i_r1data >> i_insn[3:0]
                          : mod_out;
    assign o_result = is_branch | is_jmp | is_mem | (is_arith & (is_add | is_sub | is_addi)) ? aluout
                    : (is_arith & is_mul) ? mul_out
                    : (is_arith & is_div) ? div_out
                    : is_cmp ? cmp_out
                    : is_jsrr | is_jmpr ? i_r1data
                    : is_jsr ? (i_pc & 16'h8000) | ({1'b0, i_insn[10:0], 4'b0000})
                    : is_logic ? logical_out
                    : is_rti ? i_r1data
                    : is_const ? {{7{i_insn[8]}}, i_insn[8:0]}
                    : is_shift ? shift_out                             
                    : is_hiconst ? {i_insn[7:0], i_r1data[7:0]}
                    : is_trap ? {8'h80 , i_insn[7:0]}
                    : 16'b0;
endmodule
`timescale 1ns / 1ps
`default_nettype none
module gp1(input wire a, b,
           output wire g, p);
   assign g = a & b;
   assign p = a | b;
endmodule
module gp4(input wire [3:0] gin, pin,
           input wire cin,
           output wire gout, pout,
           output wire [2:0] cout);
  assign pout = (& pin);
  wire [3:0] g = {
    gin[3],
    gin[2] & (pin[3]),
    gin[1] & (& pin[3:2]),
    gin[0] & (& pin[3:1])
  };
  assign gout = |g;
  assign cout[0] = gin[0] | (pin[0] & cin);
  assign cout[1] = gin[1] | (pin[1] & gin[0]) | (& pin[1:0] & cin);
  assign cout[2] = gin[2] | (pin[2] & gin[1]) | (& pin[2:1] & gin[0]) | (& pin[2:0] & cin);
endmodule
module cla16
  (input wire [15:0]  a, b,
   input wire         cin,
   output wire [15:0] sum);
  wire [15:0] p_in;
  wire [15:0] g_in;
  wire [3:0] g_out;
  wire [3:0] p_out;
  wire [16:0] c_out;
  assign c_out[0] = cin;
  for (genvar i = 0; i < 16; i = i + 1) begin
    gp1 zeroth_level(.a(a[i]), .b(b[i]), .p(p_in[i]), .g(g_in[i]));
  end
  for (genvar i = 0; i < 4; i = i + 1) begin
    localparam low = 4 * i;
    localparam high = 4 * i + 3;
    gp4 g(.gout(g_out[i]), .pout(p_out[i]), .cout(c_out[high:low + 1]),
          .gin(g_in[high:low]), .pin(p_in[high:low]), .cin(c_out[low]));
  end
  for (genvar i = 0; i < 4; i = i + 1) begin
    assign c_out[4 * (i + 1)] = (c_out[4 * i] & p_out[i]) | g_out[i];
  end
  assign sum = a ^ b ^ c_out;
endmodule
module gpn
  #(parameter N = 4)
  (input wire [N-1:0] gin, pin,
   input wire  cin,
   output wire gout, pout,
   output wire [N-2:0] cout);
endmodule
==> ./config.mk <==
export PLATFORM = sky130hd
export DESIGN_NAME = lc4_alu
export DESIGN_NICKNAME = lc4_alu
export VERILOG_FILES = /design/flow/design.v
export SDC_FILE = /design/flow/constraint.sdc
export NUM_CORES = 4
export LEC_CHECK = 1
export CORE_UTILIZATION = 40
==> ./run.sh <==
#!/bin/bash
# OpenROAD 26Q1-2900-gdf79404cd8, Yosys 0.63+post, stock flow scripts
make -C /OpenROAD-flow-scripts/flow DESIGN_CONFIG=/design/flow/config.mk WORK_HOME=/design/flow/orfs finish
==> flow_summary.json <==
{
  "total_leakage_power_nw": 12.22,
  "cp_slowest_cell": "o31ai_1",
  "swShare_pct": 60.60,
  "drt_wl_total_um": 110100,
  "area_delta_synth_final_pct": 7.732,
  "die_area_um2": 62610,
  "hold_class": "primary input to output pin",
  "antenna_found_initial": 3,
  "ys_cells": 3539,
  "fp.dieW_um": 250.2,
  "warnings": 83,
  "worst_slew_margin_rel_pct": 39.27,
  "rsz0062_at_grt": "false",
  "run_status": "completed",
  "path_class": "primary input to output pin",
  "dp_hpwl_um": 83770,
  "period_used_pct": 92.53,
  "ctsResizeCount": 0,
  "max_freq_mhz": 13.58,
  "wl_per_cell_um": 25.34,
  "fin_crit_ns": 73.65,
  "top_cell_area_share_pct": 19.44,
  "path_common_cell": "ha_1",
  "area_leaders": "ha_1 (19%), fa_1 (8.0%), nor2_1 (5.8%)",
  "fp.dieH_um": 250.2,
  "final.setup.worst_slack_ns": 5.948,
  "io_pins": 80,
  "drt_iter0_drc": 2947,
  "synth_chip_area_um2": 24650,
  "power.internal_w": 0.0001497,
  "regArea_um2": 0,
  "post-place-ws_ns": 7.284,
  "grt_max_degree": 56,
  "finalHoldWorstSlack_ns": 33.00,
  "ys_types": 96,
  "grt_pass1_vias": 26250,
  "place_congestion": 1.104,
  "hold_violations": 0,
  "powerDensity_nw_per_um2": 14.31,
  "flops": 0,
  "grtUsageTotal_pct": 35.24,
  "cts-hold-fix-buffers": 0,
  "drive_gt1_share_pct": 5.927,
  "end_kind": "output pin",
  "arrival_ns": 57.73,
  "vias_per_cell": 6.470,
  "vias": 28100,
  "irDropWorstVdd_v": 0.00002677,
  "portBuffers": 80,
  "tightest_slew_ns": 0.9014,
  "cts_setup_buffers": 0,
  "grt_overflow": 0,
  "cp.required_ns": 63.68,
  "ys_warn_count": 1,
  "finalSetupTns_ns": 0,
  "fin_cells": 4343,
  "placed_cell_area_um2": 26550,
  "cp_max_fo": 29,
  "cp-start-kind": "primary input",
  "rows": 90,
  "ant_nets": 0,
  "netlist_area_um2": 24650,
  "switchingPower_w": 0.0002303,
  "initial_core_util_pct": 40.68,
  "yosys-top-cells-count": "ha_1 (383), nor2_1 (383), nand2_1 (309), inv_1 (282), a21oi_1 (242)",
  "finalSetupViolations": 0,
  "postSynthSeqShare_pct": 0,
  "dp_cells": 4342,
  "yosysTopAreaCell": "ha_1",
  "finalMaxSlewViolations": 0,
  "drc": 0,
  "finalInstanceArea_um2": 26550,
  "coreArea_um2": 60580,
  "maxCapViolCount": 0,
  "nClkBuffers": 0,
  "grt_pass1_wl_um": 165000,
  "slowest_delay_ns": 0.76,
  "drt_pass1_iterations": 6,
  "syn_inst": 3539,
  "syn_area_per_cell_um2": 6.964
}
power by group through the flow:
stage / logic [W] / clock network [W] / registers, W
after global routing: 0.000415 / 0 / 0
after CTS: 0.000372 / 0 / 0
final timing paths:
path | cells after the start | endpoint | slack, ns | startpoint
worst max-delay path | 137 | o_result[5] | 5.95 | i_r1data[15]
worst min-delay path | 6 | o_result[3] | 33.00 | i_insn[4]
cells by family (layout without fill, tap and decap cells):
logic type,Yosys count,after routing,share of synthesized area (%)
and+or+nand+nor,1180,1180,22.35
muxes,92,92,4.797
other,0,1,0
AOI/OAI and AO/OA,1147,1147,31.55
xor gates and xnor gates,200,200,7.107
buffers and inverters,437,458,6.671
adders and majority gates,483,483,27.53
worst max-delay path, delay by kind of cell:
| kind | cells | cell delay, ns |
|---|---|---|
| AND/OR/NAND/NOR | 32 | 9.68 |
| adder cells (fa/ha/maj) | 17 | 5.85 |
| XOR/XNOR | 1 | 0.12 |
| multiplexers | 4 | 1.58 |
| AND-OR/OR-AND | 67 | 21.34 |
| buffers and inverters | 16 | 3.16 |
routing by layer:
layer / GRT usage, % / vias to the layer above / part of all wire, %
met5: 0 / - / 0.055
met4: 16.95 / 4 / 6.2
met3: 7.935 / 377 / 11
met2: 52.13 / 1641 / 41
met1: 48.81 / 13030 / 42
li1: - / 13050 / -
layout make-up:
cell class | instances | area, um^2
Timing Repair Buffer | 171 | 1449
Antenna cell | 1 | 2.502
Inverter | 287 | 1077
Fill cell | 6329 | 34030
Multi-Input combinational cell | 3102 | 23040
Tap cell | 782 | 978.4
stage by stage:
step	power (W)	utilization (%)
after global routing	0.0004147	43.82
final	0.0003800	43.83
after floorplan	0.0002655	-
after global placement	0.0003730	43.82
after detailed placement	0.0003696	43.82
after CTS	0.0003724	43.82
cells in the final DEF, fill, tap and decap left out, drive strengths merged, types with 31 or more instances in the layout:
| cell type | synthesis | final |
|---|---|---|
| a211oi | 41 | 41 |
| a21o | 75 | 75 |
| a21oi | 243 | 243 |
| a22oi | 48 | 48 |
| a31oi | 57 | 57 |
| buf | 25 | 98 |
| clkdlybuf4s50 | 0 | 73 |
| fa | 99 | 99 |
| ha | 383 | 383 |
| inv | 282 | 282 |
| mux2i | 48 | 48 |
| nand2 | 309 | 309 |
| nand2b | 53 | 53 |
| nand3 | 70 | 70 |
| nand4 | 49 | 49 |
| nor2 | 384 | 384 |
| nor2b | 53 | 53 |
| nor3 | 105 | 105 |
| o211ai | 41 | 41 |
| o21a | 82 | 82 |
| o21ai | 234 | 234 |
| o31ai | 31 | 31 |
| or3 | 36 | 36 |
| xnor2 | 132 | 132 |
| xor2 | 68 | 68 |
Power and IR drop assume default switching activity.
